<file path="flow/design.v">
module RAM64(
    input  [15:0] in,
    input  [5:0]  address,
    input         load,
    input         clk,
    output reg [15:0] out 
);
    reg [15:0] ram [2**5:0];  
    always @ (*) begin
        if (load) begin
            ram[address] <= in; 
        end
        out = ram[address]; 
    end
endmodule
</file>
<file path="flow/constraint.sdc">
current_design RAM64

set clk_period 6.4
set clk_io_pct 0.2

create_clock -name clk0 -period $clk_period

set non_clock_inputs [all_inputs -no_clocks]
set_input_delay [expr $clk_period * $clk_io_pct] -clock clk0 $non_clock_inputs
set_output_delay [expr $clk_period * $clk_io_pct] -clock clk0 [all_outputs]
</file>
<file path="flow/run.sh">
#!/bin/bash
# OpenROAD 26Q1-2900-gdf79404cd8, Yosys 0.63+post, stock flow scripts
make -C /OpenROAD-flow-scripts/flow DESIGN_CONFIG=/design/flow/config.mk WORK_HOME=/design/flow/orfs finish
</file>
<file path="flow/config.mk">
export PLATFORM = sky130hd
export DESIGN_NAME = RAM64
export DESIGN_NICKNAME = RAM64
export VERILOG_FILES = /design/flow/design.v
export SDC_FILE = /design/flow/constraint.sdc
export NUM_CORES = 4
export LEC_CHECK = 1
export CORE_UTILIZATION = 50
</file>
==> run notes <==
On the backend side, the flow ran end to end.

The run finished with clean final reports. Per the power-grid run, VDD falls by no more than 0.0349 mV. Among all flip-flop cells after synthesis, the most frequent one is sky130_fd_sc_hd__dlxtn_1.

The aggregate routed wire length stands at 37300 µm. The port buffer count stands at 39.

The power density over the cells stands at 42.5 nW/µm². The synthesis area per yosys stands at 12200 µm². According to the floorplan log, the row count is 56.

The horizontal die size stands at 158 µm. Based on the critical path, the design can be clocked at up to 0.166 GHz. The via count of the first global-routing pass stands at 8391. The number of antenna diodes in the final layout is 0.

The share of layout cells above drive strength 1 stands at 7.53%. The final max-slew violation count stands at 0. The estimated wirelength of the detail-placed design stands at 25600 µm. The number of failing hold endpoints at the final stage stands at 0. The run reported a max-capacitance violation count of 0.

The register bit count reported by yosys stands at 528. The area share of and/or/nand/nor cells after synthesis stands at 11.6%. Leaving out fill and tap cells, the most frequent cell in the layout is sky130_fd_sc_hd__dlxtn_1. The largest registers in the layout are ram x528. Looking at the max-slew report, the worst-margin pin has a slew of 1000 ps. After Yosys synthesis, XOR and XNOR cells account for 0.0717% of the synthesized area. Max fanout on the critical path was recorded as 15. The number of different library cells in the post-synthesis netlist stands at 55. The number of routed nets with antenna violations stands at 0.

The remaining routing DRC violations stands at 0. The gate count of the mapped netlist stands at 1146. The timer found 528 register pins that no clock reaches; their paths are not timed. Summed over all layers, the global routing overflow is 0. The multiplexer share of the synthesized area stands at 6.45%. The total standard cell area after synthesis stands at 12200 µm².

The clock period minus worst slack stands at 6020 ps. In this run, synthesis inferred 0 flip-flops with an integrated enable. Counting flops per register, the top entry is ram. After floorplanning, the core was sized to cover 23700 µm².

The worst setup path is of the input port to primary output kind. The detailed-route vias per instance stands at 6.03. The final timing report counts setup violations totalling 0. The sequential cell area stands at 7930 µm². The height of the die stands at 158 µm. The setup TNS stands at 0 ps.

The first global-routing pass estimated 55500 µm of wire. In this run, the number of DRC markers left after iteration 0 of detailed routing was 619. The number of warnings printed during yosys synthesis stands at 2. The path class of the tightest hold or removal check is input port to primary output.

Counting flops with an async set or reset pin after synthesis yields a share of 0%. The global placement routability congestion stands at 0.953. The register with the most flip-flops in the layout has 528 of them.

Entering global routing, the biggest net connects 34 pins. The combinational gate area stands at 4000 µm². In the layout the commonest cells are 528 x sky130_fd_sc_hd__dlxtn_1, 72 x sky130_fd_sc_hd__mux2i_1, 71 x sky130_fd_sc_hd__nand3_1. The data required time of the critical path stands at 5120 ps.

Among the non-sequential cells, AND-OR/OR-AND gates take the most area. Setup repair after global routing left no endpoint under its margin. In this run the post-CTS setup repair buffer count came out at 0. Fill cells in the final layout number 2125. The data arrival time of the worst path stands at 4740 ps.

The max-slew headroom at the worst pin stands at 31.3%. Summing over the stages, the warning tally comes to 33. The flow measured a signed area growth from synthesis to layout of 8.38%. After floorplanning, the die was sized to cover 25100 µm². The ratio of final minimum period to clock period stands at 94.1%. STA classifies the critical path startpoint as an input port. The worst setup path is captured at a primary output. The final route contains 8972 vias. The number of cells reported by Yosys stat comes to 1146. Per the synthesis report, the AND-OR/OR-AND share of the synthesized area is 14.0%. The post-cts hold buffer count stands at 0. For this sky-water flow run, the detailed-routed wirelength per cell is reported as 25.1 µm. For reference, full adder, half adder and majority cells occupy 0% of the area reported after synthesis.

The leakage power figure stands at 6.15 nW. The number of antenna violations at the first check in global routing stands at 0. The global routing usage summed across all routing layers stands at 32.5%. The mean instance size in the synthesized netlist stands at 10.7 µm². 528 endpoints have no timing constraint.

The smallest hold slack stands at 3690 ps. During I/O placement, the number of pins put on the boundary was 40. The number of instances resized during post-cts repair stands at 0. Before placement the cells fill 51.6% of the core. The iteration tally of the first detailed-router pass stands at 6.
-- path summary, 6_finish.rpt --
check                       from      end  slack, ps  cells after the start
worst min-delay path  address[4]  out[10]       3690                      4
worst max-delay path  address[1]   out[4]        380                      9
-- metrics by stage --
step	cells	setup slack, ps	total power [mW]	cell area (µm²)	utilization (%)
2_1_floorplan	1146	1870	0.387	12200	-
3_3_place_gp	1488	443	0.555	13200	55.9
3_5_place_dp	1488	489	0.561	13200	55.9
4_1_cts	1488	474	0.562	13200	55.9
5_1_grt	1488	186	0.600	13200	55.9
6_report	1488	377	0.563	13200	55.9
-- per-layer routing --
| metal | wire length, µm | global-route usage [%] | share of wire [%] |
|---|---|---|---|
| met1 | 16700 | 50.4 | 45 |
| met2 | 16900 | 49.7 | 45 |
| met3 | 2470 | 5.49 | 6.6 |
| met4 | 1240 | 8.56 | 3.3 |
| met5 | 0 | 0 | 0 |
-- critical path, cell delays in order --
cell and delay (ps):
sky130_fd_sc_hd__clkdlybuf4s50_1 660, sky130_fd_sc_hd__nor4_2 630, sky130_fd_sc_hd__nand2_1 140, sky130_fd_sc_hd__xnor2_1 140
sky130_fd_sc_hd__buf_4 210, sky130_fd_sc_hd__a2111oi_0 920, sky130_fd_sc_hd__buf_4 230, sky130_fd_sc_hd__nand4_1 100
sky130_fd_sc_hd__clkdlybuf4s50_1 430
-- where the power goes --
group	internal [mW]	switching (mW)	total, mW	leakage, nW
logic	0.123	0.184	0.307	1.85
clock network	0	0	0	0
registers	0.217	0.0383	0.256	4.30
-- synthesized netlist by cell type, types with 2 or more instances --
cell type	number	area (µm²)
sky130_fd_sc_hd__a22oi_1	41	308
sky130_fd_sc_hd__nand3_1	71	355
sky130_fd_sc_hd__a2111oi_0	5	43.8
sky130_fd_sc_hd__buf_1	12	45.0
sky130_fd_sc_hd__nand3b_1	3	22.5
sky130_fd_sc_hd__and4b_1	3	30.0
sky130_fd_sc_hd__nor2_1	5	18.8
sky130_fd_sc_hd__nor4_1	6	37.5
sky130_fd_sc_hd__inv_1	2	7.51
sky130_fd_sc_hd__a222oi_1	12	120
sky130_fd_sc_hd__a211oi_1	2	15.0
sky130_fd_sc_hd__clkbuf_1	54	203
sky130_fd_sc_hd__nand4_1	31	194
sky130_fd_sc_hd__buf_6	2	22.5
sky130_fd_sc_hd__and2_0	4	25.0
sky130_fd_sc_hd__a32o_1	13	130
sky130_fd_sc_hd__nand2b_1	5	31.3
sky130_fd_sc_hd__o2bb2ai_1	19	166
sky130_fd_sc_hd__nor3_1	2	10.0
sky130_fd_sc_hd__or4_1	20	150
sky130_fd_sc_hd__a22o_1	13	114
sky130_fd_sc_hd__a221oi_1	5	43.8
sky130_fd_sc_hd__and3_1	10	62.6
sky130_fd_sc_hd__o22a_1	4	35.0
sky130_fd_sc_hd__nor4bb_1	8	80.1
sky130_fd_sc_hd__nand2_1	36	135
sky130_fd_sc_hd__o21ai_0	24	120
sky130_fd_sc_hd__o22ai_1	9	56.3
sky130_fd_sc_hd__mux2i_1	72	721
sky130_fd_sc_hd__nor4b_1	3	26.3
sky130_fd_sc_hd__mux2_2	6	67.6
sky130_fd_sc_hd__and3b_1	2	17.5
sky130_fd_sc_hd__buf_2	17	85.1
sky130_fd_sc_hd__nand4b_1	9	78.8
sky130_fd_sc_hd__a2bb2oi_1	11	96.3
sky130_fd_sc_hd__dlxtn_1	528	7930
sky130_fd_sc_hd__a31oi_1	4	25.0
sky130_fd_sc_hd__nor2b_1	6	37.5
sky130_fd_sc_hd__a21oi_1	5	25.0
sky130_fd_sc_hd__a32oi_1	37	324
sky130_fd_sc_hd__and2_1	11	68.8
-- logic make-up (layout without fill, tap and decap cells) --
group	count (synthesis)	after routing
compound gates	214	214
xor+xnor	1	1
buf+inv	87	110
latches	528	528
mux	78	78
simple gates	238	238
-- final cells by class --
| cell class | instances | area share, % |
|---|---|---|
| Sequential cell | 528 | 59.9 |
| Multi-Input combinational cell | 531 | 30.2 |
| Timing Repair Buffer | 108 | 6.84 |
| Tap cell | 319 | 3.02 |
| Inverter | 2 | 0.0567 |
Power figures rest on the tool's default switching activity, not on a simulated workload.
