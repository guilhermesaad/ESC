--- design/flow/config.mk ---
export PLATFORM = sky130hd
export DESIGN_NAME = RAM8
export DESIGN_NICKNAME = RAM8
export VERILOG_FILES = /design/flow/design.v
export SDC_FILE = /design/flow/constraint.sdc
export NUM_CORES = 4
export LEC_CHECK = 1
export CORE_UTILIZATION = 30
--- design/flow/constraint.sdc ---
current_design RAM8

set clk_period 2.8
set clk_io_pct 0.2

create_clock -name clk0 -period $clk_period

set non_clock_inputs [all_inputs -no_clocks]
set_input_delay [expr $clk_period * $clk_io_pct] -clock clk0 $non_clock_inputs
set_output_delay [expr $clk_period * $clk_io_pct] -clock clk0 [all_outputs]
--- design/flow/design.v ---
module RAM8(
    input  [15:0] in,
    input  [2:0]  address,
    input         load,
    input         clk,
    output reg [15:0] out 
);
    reg [15:0] ram [7:0];  
    always @ (*) begin
        if (load) begin
            ram[address] <= in; 
        end
        out = ram[address]; 
    end
endmodule
--- design/flow/run.sh ---
#!/bin/bash
# OpenROAD 26Q1-2900-gdf79404cd8, Yosys 0.63+post, stock flow scripts
make -C /OpenROAD-flow-scripts/flow DESIGN_CONFIG=/design/flow/config.mk WORK_HOME=/design/flow/orfs finish
==> impl_metrics.py <==
# Generated from Yosys and OpenROAD reports
metrics = {
    "critical_path": {
        "start_kind": "input port",
        "cp.required_ns": 2.24,
        "path_cells": "clkdlybuf4s15_1 > or3_1 > buf_4 > o22a_1 > clkdlybuf4s50_1",
        "crit_slowest_cell": "or3_1",
        "cp_max_fo": 7,
        "startpoint": "address[0]",
        "critPathKind": "in -> out",
        "crit_arrival_ns": 2.11,
        "end_kind": "output port",
        "cp_top_family": "buffers and inverters",
        "endpoint": "out[13]",
        "slowest_delay_ns": 0.47,
        "cp.depth": 5,
        "crit_buf_inv": 3,
    },
    "routing": {
        "routed_wl_microns": 6600,
        "drc": 0,
        "vias": 2062,
        "drt-initial-drc-count": 68,
        "wl_per_cell_microns": 14.6,
        "diodes": 0,
        "vias_per_cell": 4.56,
        "drt-pass1-iter-count": 4,
        "ant_nets": 0,
    },
    "sta": {
        "setup_tns_ns": 0,
        "fmax_ghz": 0.375,
        "finalHoldViolCount": 0,
        "min_period_over_period_pct": 95.3,
        "untimed_endpoints": 128,
        "min_period_ns": 2.67,
        "drv_slew": 0,
        "rsz0062_at_grt": "no",
        "setup_viol": 0,
        "tightestPinTransition_ns": 0.861,
        "slew_headroom_pct": 42.4,
        "unclocked_pins": 128,
    },
    "placement": {
        "hpwl_microns": 4460,
        "dp_cells": 452,
        "io_buffers": 36,
        "place_congestion": 0.782,
    },
    "synth": {
        "synth_top_area_share_pct": 63.3,
        "area_leaders": "dlxtn_1 63%, mux2i_1 14%, o22a_1 3.8%",
        "synth-edff-count": 0,
        "synth_top_cell_by_area": "dlxtn_1",
        "common_cells": "128 x dlxtn_1, 42 x mux2i_1, 19 x nor2_1",
        "ys_cells": 278,
        "ff_type": "dlxtn_1",
        "avgSynthCellArea_sq_um": 10.9,
        "yosysChipArea_sq_mm": 0.00303,
        "yosys_warnings": 2,
        "ys.flops": 128,
        "synthCells": 278,
        "yosysUniqueCellTypes": 26,
        "yosysMostFrequentCell": "dlxtn_1",
        "synth-async-reset-ratio_pct": 0,
        "synth_area_sq_mm": 0.00303,
    },
    "finish": {
        "largest_registers": "ram (128)",
        "logic_area_sq_mm": 0.00101,
        "fillCellCount": 949,
        "syn_to_final_growth_pct": 20.3,
        "regArea_sq_mm": 0.00192,
        "largest_reg_flops": 128,
        "layout.cells.non_filler": 452,
        "regMostFlops": "ram",
        "drive_above_1_share_pct": 8.46,
    },
    "global_route": {
        "grt_pass1_wl_microns": 10500,
        "grt_use_total_pct": 13.5,
        "overflow": 0,
        "grt_pass1_vias": 1950,
        "antenna_found_initial": 0,
        "grt_max_degree": 25,
    },
    "run_status": {
        "status": "finished clean",
    },
    "die": {
        "die_y_microns": 103,
        "fp_util_pct": 31.0,
        "coreArea_sq_mm": 0.00977,
        "die_w_microns": 103,
        "ios": 37,
        "core.rowCount": 36,
        "chip_area_sq_mm": 0.0105,
    },
    "power_and_ir_drop": {
        "ir_drop_v": 0.0000468,
        "powerDensity_mw_per_mm2": 123,
        "leakagePower_nw": 1.73,
    },
    "hold_path": {
        "hold_class": "in -> out",
    },
    "clock_network": {
        "hold_buffers": 0,
        "post-cts-setup-buffers": 0,
    },
    "run": {
        "warning_count": 33,
        "drv_cap": 0,
    },
}
==> metal layers <==
layer | wire length [microns] | GRT usage [%] | share of wire [%]
met1 | 3390 | 21.7 | 51
met2 | 3040 | 22.2 | 46
met3 | 137 | 0.207 | 2.1
met4 | 27 | 0.659 | 0.41
met5 | 0 | 0 | 0
==> worst min-delay path by stage <==
stage | end | from | slack (ns) | cells after the start
after CTS | out[7] | address[2] | 2.13 | 5
after global routing | out[8] | address[1] | 2.10 | 5
final | out[5] | address[1] | 2.04 | 5
==> cell usage in the layout, fill, tap and decap left out <==
master / count
clkdlybuf4s50_1: 33
nand3_1: 4
clkbuf_4: 1
nand2b_1: 3
o22ai_1: 13
nand2_1: 7
buf_12: 2
a211oi_1: 13
dlxtn_1: 128
nor2b_1: 3
mux2i_1: 42
a41oi_1: 1
a31oi_1: 1
o21ai_0: 1
clkbuf_2: 1
buf_4: 19
nand2b_4: 1
clkdlybuf4s15_1: 1
nand3b_1: 1
nor3b_1: 1
nor2_1: 19
a21oi_1: 2
inv_1: 1
o22a_1: 13
mux4_2: 2
buf_6: 1
or3_1: 1
nand4_1: 1
a211o_1: 2
a32oi_1: 1
==> per-stage QoR <==
| step | hold WS [ns] | worst slack, ns | utilization (%) | power (mW) | instance area (sq um) |
|---|---|---|---|---|---|
| 2_1_floorplan | 1.44 | 0.820 | - | 0.294 | 3030 |
| 3_3_place_gp | 2.14 | -0.221 | 37.3 | 0.445 | 3640 |
| 4_1_cts | 2.13 | 0.0495 | 37.3 | 0.451 | 3640 |
| 3_5_place_dp | 2.13 | -0.212 | 37.3 | 0.449 | 3640 |
| 5_1_grt | 2.10 | 0.0162 | 37.3 | 0.486 | 3650 |
| 6_report | 2.04 | 0.132 | 37.3 | 0.447 | 3650 |
==> layout make-up <==
class	count	area share (%)
flip-flops and latches	128	52.7
repair buffers	58	15.0
well taps	133	4.56
multi-input cells	132	27.7
inverters	1	0.103
==> logic make-up (layout without fill, tap and decap cells) <==
logic type | count (synthesis) | after routing | synth area share (%)
AOI/OAI and AO/OA | 47 | 47 | 11.5
muxes | 44 | 44 | 15.3
and+or+nand+nor | 41 | 41 | 6.23
buffers and inverters | 18 | 59 | 3.55
latches | 128 | 128 | 63.3
==> worst min-delay path: stages <==
cell	delay, ns
clkbuf_2	0.15
buf_4	0.16
a211oi_1	0.07
o22a_1	0.15
clkdlybuf4s50_1	0.40
==> power by group <==
| part | switching [mW] | internal, mW |
|---|---|---|
| sequential | 0.0197 | 0.139 |
| clock | 0 | 0 |
| combinational | 0.130 | 0.158 |
| total | 0.150 | 0.297 |
==> timing repair <==
action	CTS	global route
pin swaps	0	1
setup endpoints to repair	16	11
gates resized	3	5
gates cloned	0	0
Power is estimated from default activity; no workload was simulated.
